## flow/run.sh

```bash
#!/bin/bash
# OpenROAD 26Q1-2900-gdf79404cd8, Yosys 0.63+post, stock flow scripts
make -C /OpenROAD-flow-scripts/flow DESIGN_CONFIG=/design/flow/config.mk WORK_HOME=/design/flow/orfs finish
```

## flow/config.mk

```make
export PLATFORM = sky130hd
export DESIGN_NAME = ELA
export DESIGN_NICKNAME = ELA
export VERILOG_FILES = /design/flow/design.v
export SDC_FILE = /design/flow/constraint.sdc
export NUM_CORES = 4
export LEC_CHECK = 1
export CORE_UTILIZATION = 40
```

## flow/constraint.sdc

```tcl
current_design ELA

set clk_period 8.8
set clk_io_pct 0.2

create_clock -name clk0 -period $clk_period [get_ports {clk}]

set non_clock_inputs [all_inputs -no_clocks]
set_input_delay [expr $clk_period * $clk_io_pct] -clock clk0 $non_clock_inputs
set_output_delay [expr $clk_period * $clk_io_pct] -clock clk0 [all_outputs]
```

## flow/design.v

```verilog
`timescale 1ns/10ps
module ELA(clk, rst, in_data, data_rd, req, wen, addr, data_wr, done);
	input				clk;
	input				rst;
	input		[7:0]	in_data;
	input		[7:0]	data_rd;
	output				req;
	output				wen;
	output		[9:0]	addr;
	output		[7:0]	data_wr;
	output				done;
	reg ready, req, wen, done;
	reg [3:0] save_num;
	reg [4:0] count;
	reg [7:0] data_wr, a, b, c, d, e, f, d1, d2, d3, min, result;
	reg [9:0] addr, addr_count, addr_read;
	reg [1:0] currentstate, nextstate;
	parameter [1:0] req_high = 0, save_data = 1, read_data = 2, output_data = 3;
	always @(posedge clk or posedge rst) begin
		if (rst) begin
			currentstate <= req_high;
		end
		else begin
			currentstate <= nextstate;
		end
	end
	always @(*) begin
		case(currentstate)
			req_high: begin
				nextstate = save_data;
			end
			save_data: begin
				if(count == 31 && addr_count != 991)
					nextstate = req_high;
				else if (addr_count == 991)
					nextstate = read_data;
				else
					nextstate = save_data;
			end
			read_data: begin
				if (ready==1) begin
					nextstate = output_data;
				end
				else
					nextstate = read_data;
			end
			output_data:begin
				nextstate = read_data;
			end
		endcase
	end
	always @(posedge clk or posedge rst) begin
		if (rst) begin
			req <= 1'b0;
			wen <= 1'b0;
			done <= 1'b0;
			addr <= 10'b0;
			count <= 4'b0;
			save_num <= 0;
			addr_count <= 10'b0;
			addr_read <= 10'd32;
			data_wr <= 8'b0;
		end
		else begin
			case(currentstate)
				req_high: begin
					req <= 1'b1;
					wen <= 1'b0;
					done <= 1'b0;
					data_wr <= 8'b0;
					if(addr_count!=0)
						addr_count <= addr_count + 32;
				end
				save_data: begin
					req <= 1'b0;
					wen <= 1'b1;
					done <= 1'b0;
					data_wr <= in_data;
					addr <= addr_count;
					addr_count <= addr_count + 1;
					count <= count + 1;
				end
				read_data: begin
					wen <= 1'b0;
					req <= 1'b0;
					done <= 1'b0;
					if(count == 0) begin
						if (save_num == 0) begin
							ready <= 0;
							save_num <= 1;
							addr <= addr_read - 32;
						end
						else if (save_num == 1) begin
							ready <= 0;
							b <= data_rd;
							save_num <= 2;
							addr <= addr_read + 32;
						end
						else if (save_num == 2) begin
							ready <= 0;
							e <= data_rd;
							save_num <=3;
							addr <= addr_read - 31;
						end
						else if (save_num == 3) begin
							ready <= 1;
							c <= data_rd;
							save_num <= 4;
							addr <= addr_read + 33;
						end
						else if (save_num == 4) begin
							ready <= 0;
							f <= data_rd;
							save_num <= 0;
						end
					end
					else begin
						case(save_num)
							0: begin
								a <= b;
								d <= e;
								b <= c;
								e <= f;
								ready <= 0;
								save_num <= 1;
								addr <= addr_read - 31;
							end
							1: begin
								ready <= 1;
								c <= data_rd;
								save_num <= 2;
								addr <= addr_read + 33;
							end
							2:begin
								ready <= 0;
								f <= data_rd;
								save_num <= 0;
							end
						endcase
					end
				end
				output_data: begin
					req <= 1'b0;
					wen <= 1'b1;
					ready <= 1'b0;
					addr <= addr_read;
					if (addr_read > 959) begin
						done <= 1'b1;
					end
					if (count==0 || count==31)
						data_wr <= (b+e)/2;
					else begin
						data_wr <= result;
					end
					if (count == 31) begin
						addr_read <= addr_read + 33;
					end
					else begin
						addr_read <= addr_read + 1;
					end
					count <= count + 1;
				end
			endcase
		end
	end
always@(*) begin
	d1 = (a < f) ? f - a : a - f;
	d2 = (b < e) ? e - b : b - e;
	d3 = (c < d) ? d - c : c - d;
	min = d1<d2 ? d1<d3 ? d1:d3 : d2<d3 ? d2:d3;
	result = min == d2 ? (b+e) / 2 : min == d1 ? (a+f) / 2 : (c+d) / 2;
end
endmodule
```

==> results.sh <==
# flow metrics
export IMPL_area_leaders="edfxtp_1 (16%), ha_1 (15%), dfrtp_1 (14%), xnor2_1 (5.4%), a21oi_1 (4.1%)"
export IMPL_dr_pass1_iters=8
export IMPL_r2r_slack_ns=2.61
export IMPL_ioPinCount=39
export IMPL_finalHoldViolations=0
export IMPL_routedWlPerCell_um=18.80
export IMPL_synthArstFlopShare_pct=52.88
export IMPL_arrival_ns=6.46
export IMPL_grt_met3_usage_pct=4.202
export IMPL_required_ns=9.07
export IMPL_hold_path_class="reg2reg"
export IMPL_common_cells="ha_1 (105), inv_1 (91), nand2_1 (85)"
export IMPL_netlist_area_sq_um=9051
export IMPL_edf_count=49
export IMPL_min_path_cells=2
export IMPL_ys_types=88
export IMPL_synth_seq_share_pct=31.50
export IMPL_synth_warnings=1
export IMPL_cts_buffer_depth=2
export IMPL_status="completed"
export IMPL_p_int_mw=0.7137
export IMPL_min_period_ns=6.191
export IMPL_cts_root_buf="clkbuf_16"
export IMPL_cts_sinks=104
export IMPL_synth_yosys_chip_area_sq_um=9051
export IMPL_grt_first_pass_wirelength_um=39090
export IMPL_vias=7184
export IMPL_leakagePower_nw=4.282
export IMPL_path_class="reg2reg"
export IMPL_rsz0062_at_grt="no"
export IMPL_top_usage_layer="met2"
export IMPL_synth_flop_count=104
export IMPL_cp_max_fo=14
export IMPL_vias_per_cell=5.526
export IMPL_htree_num_levels=3
export IMPL_antenna_cells=0
export IMPL_ctsResizeCount=0
export IMPL_clk_pin_slew_ns=0.08
export IMPL_coreArea_sq_um=22030
export IMPL_critPathLaunchType="register"
export IMPL_cp_slowest_stage_delay_ns=0.58
export IMPL_p_per_area_nw_per_um2=91.76
export IMPL_power_frac_clock_pct=42.5
export IMPL_drt_total_wl_um=24440
export IMPL_top_cell_area_share_pct=16.26
export IMPL_largest_area_cell="edfxtp_1"
export IMPL_setup_tns_ns=0
export IMPL_grtUsageMet2_pct=36.49
export IMPL_fp_util_pct=41.09
export IMPL_reg2reg_to="data_wr[1]$_DFFE_PP0P_"
export IMPL_cts_tree="done"
export IMPL_die_w_um=152.4
export IMPL_cp_cell_sequence="inv_1 > ha_1 > inv_1 > fa_1 > a211oi_1 > o211ai_2 > nand2_4 > mux2i_1 > xor2_1 > inv_1 > ha_1 > a21o_1 > a21oi_1 > o21ai_0 > a21o_1 > a21oi_1 > nor3_1 > a21oi_1 > o221ai_1 > nor3_4 > mux2i_1 > nand2_1 > o211ai_1"
export IMPL_grt_use_total_pct=22.27
export IMPL_max_slew_worst_pin_slew_ns=0.7767
export IMPL_share_seq_of_total_power_pct=55.4
export IMPL_rr_worst_depth=23
export IMPL_max_freq_ghz=0.1615
export IMPL_clock_latency_ns=0.36
export IMPL_syn_inst=994
export IMPL_antenna_found_initial=0
export IMPL_fin_crit_sh_pct=70.35
export IMPL_warning_count=77
export IMPL_grt_overflow=0
export IMPL_syn_to_final_growth_pct=10.26
export IMPL_hold_path_end="addr[2]$_DFFE_PP0P_"
export IMPL_drt_antenna_violating_nets=0
export IMPL_die_area_sq_um=23230
export IMPL_setup_viol=0
export IMPL_place_congestion=0.9363
export IMPL_hp_start="addr[2]$_DFFE_PP0P_"
export IMPL_grt_max_degree=36
export IMPL_die_y_um=152.4
export IMPL_syn_avg_cell_area_sq_um=9.106
export IMPL_ys_cells=994
export IMPL_switching_share_pct=22.06
export IMPL_holdWs_ns=0.4901
export IMPL_drive_gt1_share_pct=6.765
export IMPL_num_rows=54
export IMPL_drc=0
export IMPL_grt_pass1_vias=7013
export IMPL_cts_setup_buffers=0
export IMPL_p_sw_mw=0.2021
export IMPL_relSlewSlack_pct=47.99
export IMPL_finClkSkew_ns=0.01357
export IMPL_top_cell="ha_1"
export IMPL_vdd_drop_max_v=0.00009469
export IMPL_cts_buffers=9
export IMPL_p_comb_share_pct=2.0
export IMPL_dp_hpwl_um=19040
export IMPL_drt_iter0_markers=441
export IMPL_cp_slowest_cell="a21oi_1"
export IMPL_critPathCaptureType="register"
export IMPL_port_buffer_count=38
export IMPL_r2r_start="b[0]$_DFFE_PP_"
export IMPL_maxSlewViolCount=0
export IMPL_drv_cap=0
export IMPL_ff_type="dfrtp_1"
export IMPL_grt_util_met1_pct=32.20
export IMPL_cts_hold_buffers=0
[area by class of cell]
cell class	count	area, sq um
Multi-Input combinational cell	753	5664
Tap cell	280	350.3
Inverter	97	364.1
Clock inverter	5	46.29
Sequential cell	104	2851
Clock buffer	11	232.7
Timing Repair Buffer	50	470.5
Fill cell	2127	12050
[critical path: cells and delay by family, from the launching register on]
kind,cells,cell delay [ns]
fa+ha+maj,3,0.94
mux,2,0.56
xor+xnor,1,0.53
simple gates,4,1.08
compound gates,10,2.28
buf+inv,3,0.26
flops,1,0.47
[how the worst max path moves through the flow]
stage	from	end	slack [ns]	cells after the start
5_1_grt	b[0]$_DFFE_PP_	data_wr[1]$_DFFE_PP0P_	2.14	23
4_1_cts	b[0]$_DFFE_PP_	data_wr[1]$_DFFE_PP0P_	2.61	23
6_report	b[0]$_DFFE_PP_	data_wr[1]$_DFFE_PP0P_	2.61	23
[registers in the layout, summed over array words and instances (netlist names), named ones only]
| name | count |
|---|---|
| addr | 10 |
| addr_count | 10 |
| addr_read | 10 |
| a | 8 |
| b | 8 |
| c | 8 |
| d | 8 |
| data_wr | 8 |
| e | 8 |
| f | 8 |
| count | 5 |
| currentstate | 4 |
| save_num | 3 |
| done | 1 |
| ready | 1 |
| req | 1 |
| wen | 1 |
[metrics by stage]
| step | std cells | cell area, sq um | utilization, % | setup WS [ns] | power [mW] |
|---|---|---|---|---|---|
| after floorplan | 994 | 9051 | - | 3.736 | 0.5236 |
| after global placement | 1284 | 9701 | 44.04 | 2.510 | 0.5372 |
| after detailed placement | 1284 | 9701 | 44.04 | 2.625 | 0.5366 |
| after CTS | 1300 | 9980 | 45.31 | 2.613 | 0.9281 |
| after global routing | 1300 | 9980 | 45.31 | 2.136 | 0.9469 |
| final | 1300 | 9980 | 45.31 | 2.609 | 0.9158 |
[cell usage in the layout (no fill, tap or decap), drive strengths merged, types with 4 or more instances in the layout]
master	count
ha	105
inv	98
nand2	87
a21oi	81
nor2	62
o21ai	62
xnor2	58
dfrtp	52
edfxtp	49
clkdlybuf4s50	38
xor2	26
o211ai	24
nand3	20
a21o	20
nor3	19
mux2i	17
a31oi	14
nand4	13
buf	12
a22oi	11
clkbuf	11
o21bai	10
a211oi	10
fa	9
nand2b	9
and3	7
mux2	6
nor2b	5
o21a	5
nand3b	5
nor4	4
and2	4
or4	4
clkinv	4
o31ai	4
o221ai	4
[layer usage]
layer  routed length (um)  part of all wire (%)  vias up
met5                    0                     0        -
met4                  447                   1.8        0
met3                 1384                   5.7       22
met2                11680                    48      211
met1                10940                    45     3379
li1                     -                     -     3572
[power by group through the flow]
| stage | clock network [mW] | logic [mW] | registers, mW |
|---|---|---|---|
| CTS | 0.401 | 0.0192 | 0.508 |
| global route | 0.418 | 0.0212 | 0.507 |
| finish | 0.390 | 0.0186 | 0.508 |
[cells by family (layout without fill, tap and decap cells)]
group	Yosys count	count (layout)	synth area share, %
mux	23	23	2.765
fa+ha+maj	114	114	16.51
simple gates	252	252	13.70
buf+inv	137	163	6.041
xor+xnor	84	84	8.419
flops	104	104	31.50
compound gates	280	280	21.07
Power figures rest on the tool's default switching activity, not on a simulated workload.
